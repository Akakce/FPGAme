[design.v]
module debouncer(clk,one, zero, start, reset,LED0,LED1,LED2,LED3,LED4,LED5,LED6,LED7);
input clk, one, zero,start,reset;
reg [9:0] one_buf;
reg [9:0] zero_buf;
reg [9:0] start_buf;
reg [9:0] reset_buf;
reg [7:0] my_input;
reg [4:0] input_col;
reg [4:0] input_row;
reg [31:0] counter;
reg [31:0] state;
assign LED0 = my_input[0];
assign LED1 = my_input[1];
assign LED2 = my_input[2];
assign LED3 = my_input[3];
assign LED4 = my_input[4];
assign LED5 = my_input[5];
assign LED6 = my_input[6];
assign LED7 = my_input[7];
output LED0,LED1,LED2,LED3,LED4,LED5,LED6,LED7;
always @(negedge clk)
begin
		one_buf = (one_buf << 1) | one;
		zero_buf = (zero_buf << 1) | zero;
		start_buf = (start_buf << 1)| start;
		reset_buf = (reset_buf << 1) | reset;
	case(state)
		0:
		begin
			my_input = 0;
			state = 1;
			counter=0;
		end
		1000:
		begin
			if(one_buf == 10'b1111111111 && zero_buf == 10'b1111111111 && reset_buf == 10'b1111111111 && start_buf == 10'b1111111111)
			begin
			counter = counter + 1;
			end
			if(counter == 50000)
			begin
				counter = 0;
				state = 0;
			end
		end
		1:
		begin
			if(reset_buf == 10'b0000000000)
				begin
				state = 1000;
				end
			if(one_buf == 10'b0000000000)
			begin
				my_input[0] = 1;
				state = 2;
			end
			else if(zero_buf == 10'b0000000000)
			begin
				my_input[0] = 0;
				state = 2;
			end
		end
		2:
		begin
			if(reset_buf == 10'b0000000000)
				begin
				state = 1000;
				end
			if(one_buf == 10'b1111111111 && zero_buf == 10'b1111111111 && reset_buf == 10'b1111111111 && start_buf == 10'b1111111111)
			begin
			counter = counter + 1;
			end
			if(counter == 50000)
			begin
				counter = 0;
				state = 3;
			end
		end
		3:
		begin
			if(reset_buf == 10'b0000000000)
				begin
				state = 1000;
				end
			if(one_buf == 10'b0000000000)
			begin
				my_input[1] = 1;
				state = 4;
			end
			else if(zero_buf == 10'b0000000000)
			begin
				my_input[1] = 0;
				state = 4;
			end
		end
		4:
		begin
			if(reset_buf == 10'b0000000000)
				begin
				state = 1000;
				end
			if(one_buf == 10'b1111111111 && zero_buf == 10'b1111111111 && reset_buf == 10'b1111111111 && start_buf == 10'b1111111111)
			begin
			counter = counter + 1;
			end
			if(counter == 50000)
			begin
				counter = 0;
				state = 5;
			end
		end
		5:
		begin
			if(reset_buf == 10'b0000000000)
				begin
				state = 1000;
				end
			if(one_buf == 10'b0000000000)
			begin
				my_input[2] = 1;
				state = 6;
			end
			else if(zero_buf == 10'b0000000000)
			begin
				my_input[2] = 0;
				state = 6;
			end
		end
		6:
		begin
			if(reset_buf == 10'b0000000000)
				begin
				state = 1000;
				end
			if(one_buf == 10'b1111111111 && zero_buf == 10'b1111111111 && reset_buf == 10'b1111111111 && start_buf == 10'b1111111111)
			begin
			counter = counter + 1;
			end
			if(counter == 50000)
			begin
				counter = 0;
				state = 7;
			end
		end
		7:
		begin
			if(reset_buf == 10'b0000000000)
				begin
				state = 1000;
				end
			if(one_buf == 10'b0000000000)
			begin
				my_input[3] = 1;
				state = 8;
			end
			else if(zero_buf == 10'b0000000000)
			begin
				my_input[3] = 0;
				state = 8;
			end
		end
		8:
		begin
			if(reset_buf == 10'b0000000000)
				begin
				state = 1000;
				end
			if(one_buf == 10'b1111111111 && zero_buf == 10'b1111111111 && reset_buf == 10'b1111111111 && start_buf == 10'b1111111111)
			begin
			counter = counter + 1;
			end
			if(counter == 50000)
			begin
				counter = 0;
				state = 9;
			end
		end
		9:
		begin
			if(reset_buf == 10'b0000000000)
				begin
				state = 1000;
				end
			if(one_buf == 10'b0000000000)
			begin
				my_input[4] = 1;
				state = 10;
			end
			else if(zero_buf == 10'b0000000000)
			begin
				my_input[4] = 0;
				state = 10;
			end
		end
		10:
		begin
			if(reset_buf == 10'b0000000000)
				begin
				state = 1000;
				end
			if(one_buf == 10'b1111111111 && zero_buf == 10'b1111111111 && reset_buf == 10'b1111111111 && start_buf == 10'b1111111111)
			begin
			counter = counter + 1;
			end
			if(counter == 50000)
			begin
				counter = 0;
				state = 11;
			end
		end
		11:
		begin
			if(reset_buf == 10'b0000000000)
				begin
				state = 1000;
				end
			if(one_buf == 10'b0000000000)
			begin
				my_input[5] = 1;
				state = 12;
			end
			else if(zero_buf == 10'b0000000000)
			begin
				my_input[5] = 0;
				state = 12;
			end
		end
		12:
		begin
			if(reset_buf == 10'b0000000000)
				begin
				state = 1000;
				end
			if(one_buf == 10'b1111111111 && zero_buf == 10'b1111111111 && reset_buf == 10'b1111111111 && start_buf == 10'b1111111111)
			begin
			counter = counter + 1;
			end
			if(counter == 50000)
			begin
				counter = 0;
				state = 13;
			end
		end
		13:
		begin
			if(reset_buf == 10'b0000000000)
				begin
				state = 1000;
				end
			if(one_buf == 10'b0000000000)
			begin
				my_input[6] = 1;
				state = 14;
			end
			else if(zero_buf == 10'b0000000000)
			begin
				my_input[6] = 0;
				state = 14;
			end
		end
		14:
		begin
			if(reset_buf == 10'b0000000000)
				begin
				state = 1000;
				end
			if(one_buf == 10'b1111111111 && zero_buf == 10'b1111111111 && reset_buf == 10'b1111111111 && start_buf == 10'b1111111111)
			begin
			counter = counter + 1;
			end
			if(counter == 50000)
			begin
				counter = 0;
				state = 15;
			end
		end
		15:
		begin
			if(reset_buf == 10'b0000000000)
				begin
				state = 1000;
				end
			if(one_buf == 10'b0000000000)
			begin
				my_input[7] = 1;
				state = 16;
			end
			else if(zero_buf == 10'b0000000000)
			begin
				my_input[7] = 0;
				state = 16;
			end
		end
		16:
		begin
			if(reset_buf == 10'b0000000000)
				begin
				state = 1000;
				end
			if(one_buf == 10'b1111111111 && zero_buf == 10'b1111111111 && reset_buf == 10'b1111111111 && start_buf == 10'b1111111111)
			begin
			counter = counter + 1;
			end
			if(counter == 50000)
			begin
				counter = 0;
				state = 17;
			end
		end
		17:
		begin
			if(reset_buf == 10'b0000000000)
				begin
				state = 1000;
				end
			if(start_buf == 10'b0000000000)
			begin
			state = 18;
			end
		end
		18:
		begin
			if(reset_buf == 10'b0000000000)
				begin
				state = 1000;
				end
			if(one_buf == 10'b1111111111 && zero_buf == 10'b1111111111 && reset_buf == 10'b1111111111 && start_buf == 10'b1111111111)
			begin
			counter = counter + 1;
			end
			if(counter == 50000)
			begin
				counter = 0;
				state = 19;
			end
		end
		19:
		begin
		input_col = my_input[3:0];
		input_row = my_input[7:4];
		my_input = 0;
		state = 0;
		end
	endcase
end
endmodule
[config.mk]
export PLATFORM = sky130hd
export DESIGN_NAME = debouncer
export DESIGN_NICKNAME = debouncer
export VERILOG_FILES = /design/flow/design.v
export SDC_FILE = /design/flow/constraint.sdc
export NUM_CORES = 4
export LEC_CHECK = 1
export CORE_UTILIZATION = 40
export SYNTH_HDL_FRONTEND = slang
[run.sh]
#!/bin/bash
# OpenROAD 26Q1-2900-gdf79404cd8, Yosys 0.63+post, stock flow scripts
make -C /OpenROAD-flow-scripts/flow DESIGN_CONFIG=/design/flow/config.mk WORK_HOME=/design/flow/orfs finish
[constraint.sdc]
current_design debouncer

set clk_period 9.4
set clk_io_pct 0.2

create_clock -name clk0 -period $clk_period [get_ports {clk}]

set non_clock_inputs [all_inputs -no_clocks]
set_input_delay [expr $clk_period * $clk_io_pct] -clock clk0 $non_clock_inputs
set_output_delay [expr $clk_period * $clk_io_pct] -clock clk0 [all_outputs]
==> out/metrics.yaml <==
detailed_routing:
  via_per_inst: 5.19
  wl_met3_um: 408
  firstDrtPassIters: 6
  drc: 0
  diodes: 0
  dr.max_layer_used: "met4"
  wl_met2_mm: 4.14
  drt-met1-wl_mm: 5.02
  vias: 3717
  ant_nets: 0
  initialDrtViolationCount: 164
  wl_mm: 9.68
  routedWlPerCell_um: 13.5
clock_network:
  h-tree-depth: 3
  cts_buffer_depth: 2
  numCtsBuffers: 9
  ctsHoldBuffers: 0
  cts.sinks: 97
  cts_root_buf: "clkbuf_8"
  cts.clk_slew.worst_paths_ns: 0.04
  cts_tree: "yes"
  clk_latency_ns: 0.42
logic_synthesis:
  ys.flop_type: "dfxtp_1"
  netlist_area_sq_um: 4480
  ys_top_cells_by_count: "dfxtp_1, edfxtp_1, nor2_1"
  ys_seq_frac: 0.522
  largest_area_cell: "edfxtp_1"
  yosys_cells: 446
  ys_ff: 97
  top_cell: "dfxtp_1"
  synthDistinctLibCells: 53
  yosysTopAreaCellShare: 0.268
  syn_inst: 446
  synth_area_per_cell_sq_um: 10.1
  async_reset_ff_frac: 0
  edf_count: 40
  ys_area_sq_um: 4480
  synth_warnings: 0
  synthTopCellsByArea: "edfxtp_1, dfxtp_1, xnor2_1"
cells_and_area:
  drive_above_1_share: 0.115
  area_growth_pct: 22.8
  final_util: 0.506
  layout.cells.non_filler: 716
setup_path:
  path_class: "in -> reg"
  path_max_fanout: 14
  cp-end-kind: "flip-flop"
  start_kind: "input port"
  worstPathRequired_ns: 4.83
  crit_arrival_ns: 4.73
global_routing:
  grt_max_degree: 34
  grt_pass1_wl_mm: 16.6
  grt_pass1_vias: 3660
  overflow: 0
  antenna_found_initial: 0
  track_usage: 0.187
min_path:
  min_path_type: "reg -> reg"
power:
  power_density_nw_per_um2: 163
  p_leak_nw: 2.31
  peakVddDrop_mv: 0.104
  finalPower_mw: 0.896
final_timing:
  tightest_slew_ns: 0.467
  worst_slack_ns: 0.0984
  hold_viol: 0
  rsz0062_at_grt: "no"
  report.final.slew_viol_count: 0
  fin_tns_setup_ns: 0
  setup_violations: 0
  slew-limit-headroom: 0.686
  skew_ns: 0.0262
floorplan:
  io_pins: 13
  initCoreUtil: 0.412
  rows: 38
  die_h_um: 108
  coreArea_sq_um: 10900
  design.die.area_sq_um: 11600
  die_x_um: 108
placement:
  place_ws_ns: -0.355
  place_hpwl_mm: 6.41
  place.gp.congestion: 0.878
  portBuffers: 12
  dp.cells: 603
run:
  warnings: 122
  drv_cap: 0
outcome:
  status: "complete, no violations"
## placed cells by master (no fill, tap or decap), drive strengths merged, types with 16 or more instances in the layout
| cell | count |
|---|---|
| inv | 105 |
| dfxtp | 57 |
| edfxtp | 40 |
| nor2 | 39 |
| nor3 | 37 |
| nand2 | 36 |
| buf | 30 |
| nand4 | 27 |
| xnor2 | 26 |
| nand3 | 20 |
| nor4 | 19 |
| a21oi | 16 |
## per-stage QoR
stage	instance area [sq um]	hold slack, ns
after floorplan	4480	0.350
after detailed placement	4890	0.358
after global placement	4890	0.359
after global routing	5510	0.354
after CTS	5470	0.359
final	5510	0.358
## worst max-delay path, cell delays in order
cell	delay, ns
clkdlybuf4s50_1	0.47
nand4_1	0.08
or4_1	0.51
buf_4	0.19
or3_4	0.43
nor4_4	0.30
xnor2_1	0.17
and4_1	0.22
and4_4	0.27
buf_12	0.16
nor3_1	0.06
## flip-flops by register name, indices dropped and copies added, names as in the netlist
name       count
state         21
zero_buf       9
my_input       8
counter       32
start_buf      9
one_buf        9
reset_buf      9
## cell families after synthesis
kind of cell | share of synthesized area
fa+ha+maj | 0.00279
flops | 0.522
buf+inv | 0.0363
simple gates | 0.280
xor+xnor | 0.0703
mux | 0.0112
compound gates | 0.0773
## worst paths after layout
check | slack, ns | cells past startpoint | endpoint | from
worst max-delay path | 0.1 | 11 | counter[18] | one
worst min-delay path | 0.36 | 0 | reset_buf[4] | reset_buf[3]
worst max register to register | 6.19 | 9 | counter[18] | counter[4]
worst min register to register | 0.36 | 0 | reset_buf[4] | reset_buf[3]
## layer usage
metal,track usage,up-vias
met5,0,-
met4,0.0616,0
met3,0.0679,14
met2,0.247,76
met1,0.294,1705
li1,-,1922
## cell type report
cell class / count / area (sq um)
well taps: 140 / 175
flip-flops and latches: 97 / 2340
inverters: 4 / 15.0
repair buffers: 43 / 399
clock inverters: 104 / 453
fillers: 967 / 5380
clock buffers: 9 / 124
multi-input cells: 319 / 2000
## where the power goes
group,switching [mW],internal (mW)
clock,0.275,0.163
sequential,0.00685,0.446
combinational,0.00225,0.00390
## what timing repair did
action / in CTS / in global routing
setup buffers: 0 / 0
setup endpoints to repair: 0 / 24
gates resized: 0 / 5
Power is estimated from default activity; no workload was simulated.
